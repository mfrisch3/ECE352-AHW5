==> ./config.mk <==
export PLATFORM = sky130hd
export DESIGN_NAME = bcd7seg
export DESIGN_NICKNAME = bcd7seg
export VERILOG_FILES = /design/flow/design.v
export SDC_FILE = /design/flow/constraint.sdc
export NUM_CORES = 4
export LEC_CHECK = 1
export CORE_AREA = 10 10 70 70
export DIE_AREA = 0 0 80 80
==> ./design.v <==
module bcd7seg(
  input 	[3:0] num,		 
  output	[6:0] seg		 
);
  segAdec iA(.D(num),.segA(seg[0]));
  segBdec iB(.D(num),.segB(seg[1]));
  segCdec iC(.D(num),.segC(seg[2]));
  segDdec iD(.D(num),.segD(seg[3]));
  segEdec iE(.D(num),.segE(seg[4]));
  segFdec iF(.D(num),.segF(seg[5]));
  segGdec iG(.D(num),.segG(seg[6]));
endmodule  
module segAdec
(
	input [3:0] D,
	output reg segA
);
always @ (*) begin
	case (D)
	4'h1, 4'h4 : segA = 1'b1; 
	4'h0, 4'h2, 4'h3, 4'h5, 4'h6, 4'h7, 4'h8, 4'h9 : segA = 1'b0; 
	default : segA = 1'bx; 
	endcase
end
endmodule
module segBdec
(
	input [3:0] D,
	output segB
);
  logic n1;
  xor iXOR1(n1,D[0],D[1]);
  and iAND1(segB,n1,D[2]);
endmodule
module segCdec
(
	input [3:0] D,
	output segC
);
  and D1_notD0_notD2(segC,D[1],~D[0],~D[2]);
endmodule
module segDdec
(
	input [3:0] D,
	output segD
);
  logic n1, n2, n3;
  and notD1_notD0_D2(n1,~D[1],~D[0],D[2]);
  and notD1_D0_notD2(n2,~D[1],D[0],~D[2]);
  and D1_D0_D2(n3,D[1],D[0],D[2]);
  or n1_OR_n2_OR_n3(segD,n1,n2,n3);
endmodule
module segEdec
(
	input [3:0] D,
	output segE
);
  logic n1,not1;
  not iINV1(not1,D[1]);
  and iAND1(n1,D[2],not1);
  or iOR1(segE,n1,D[0]);
endmodule
module segFdec
(
	input [3:0] D,
	output segF
);
reg [0:15] truth_table = 16'b0111_0001_00xx_xxxx;
assign segF = truth_table[D];
endmodule
module segGdec
(
	input [3:0] D,
	output segG
);
reg [0:15] truth_table = 16'b1100_0001_00xx_xxxx;
assign segG = truth_table[D];
endmodule
==> ./constraint.sdc <==
current_design bcd7seg

set clk_period 1.0
set clk_io_pct 0.2

create_clock -name clk0 -period $clk_period

set non_clock_inputs [all_inputs -no_clocks]
set_input_delay [expr $clk_period * $clk_io_pct] -clock clk0 $non_clock_inputs
set_output_delay [expr $clk_period * $clk_io_pct] -clock clk0 [all_outputs]
==> ./run.sh <==
#!/bin/bash
# OpenROAD 26Q1-2900-gdf79404cd8, Yosys 0.63+post, stock flow scripts
make -C /OpenROAD-flow-scripts/flow DESIGN_CONFIG=/design/flow/config.mk WORK_HOME=/design/flow/orfs finish
==> impl_metrics.env <==
# source this file to load flow results
export IMPL_syn_area_sq_um=203.9
export IMPL_gr_total_overflow=0
export IMPL_flop_count=0
export IMPL_sw_frac_of_total_pct=39.17
export IMPL_irDropWorstVdd_mv=0.06477
export IMPL_fp_util_pct=5.971
export IMPL_worstHoldStart="num[0]"
export IMPL_yosysMostFrequentCell="buf_4"
export IMPL_vias=189
export IMPL_yosys_cells=27
export IMPL_wire_per_inst_um=7.580
export IMPL_syn2layout_area_growth_pct=93.86
export IMPL_worstSetupPathType="input port to primary output"
export IMPL_io_pins=11
export IMPL_first_iter_violations=3
export IMPL_dieArea_sq_mm=0.006400
export IMPL_avgViaCountPerCell=2.333
export IMPL_seqPwrFrac_pct=0
export IMPL_die_x_um=80
export IMPL_setup_ws_ns=-0.08582
export IMPL_hold_violations=0
export IMPL_warnings=37
export IMPL_yosys_cell_types_count=12
export IMPL_syn_inst=27
export IMPL_setup_tns_ns=-0.2162
export IMPL_io_buffers=11
export IMPL_register_area_sq_um=0
export IMPL_violations="setup timing"
export IMPL_top_cells_by_count="7 x buf_4, 4 x ha_1, 3 x nor2_1, 3 x nor2b_1"
export IMPL_synthTopCellsByArea="buf_4 26%, ha_1 25%, nor2b_1 9.2%"
export IMPL_drtAntennaViolNets=0
export IMPL_cp_startpoint="num[0]"
export IMPL_antenna_found_initial=0
export IMPL_hold_class="input port to primary output"
export IMPL_power_internal_w=0.00007684
export IMPL_grt_pass1_wl_mm=1.048
export IMPL_p_switching_w=0.00004947
export IMPL_grt_pass1_vias=210
export IMPL_place_congestion=0.6745
export IMPL_pwr_share_comb_pct=100.0
export IMPL_ys_seq_share_pct=0
export IMPL_avgSynthCellArea_sq_um=7.554
export IMPL_whs_ns=0.6689
export IMPL_totalPowerFinal_w=0.0001263
export IMPL_cp_slowest_cell="ha_4"
export IMPL_coreArea_sq_mm=0.003416
export IMPL_drive_gt1_share_pct=74.29
export IMPL_yosys_area_top_type="buf_4"
export IMPL_grt_total_usage_pct=2.009
export IMPL_final_util_pct=11.58
export IMPL_clkPwrFrac_pct=0
export IMPL_die_h_um=80
export IMPL_worst_path_max_fanout=4
export IMPL_cts_hold_buf=0
export IMPL_diodes=0
export IMPL_yosys_stat_area_sq_um=203.9
export IMPL_num_clock_buffers=0
export IMPL_path_cells="buf_12, inv_6, ha_4, buf_6, mux2i_1, nor2_1, buf_2"
export IMPL_crit_required_ns=0.80
export IMPL_period_needed_ns=1.086
export IMPL_rows=21
export IMPL_yosys_warnings=3
export IMPL_p_leak_nw=0.1721
export IMPL_drc=0
export IMPL_cp_end_kind="primary output"
export IMPL_status="complete, but fails checks"
export IMPL_powerDensity_mw_per_mm2=319.5
export IMPL_top_cell_area_share_pct=25.77
export IMPL_worst_ep_arrival_time_ns=0.89
export IMPL_startpoint_type="input port"
export IMPL_finalMaxSlewViolations=0
export IMPL_max_freq_mhz=921.0
export IMPL_tightestPinTransition_ns=0.1446
export IMPL_nFillCells=397
export IMPL_drt_pass1_iterations=2
export IMPL_period_used_pct=108.6
export IMPL_relSlewSlack_pct=90.08
export IMPL_slowest_delay_ns=0.14
export IMPL_rsz0062_at_grt="true"
export IMPL_setup_violations_final=5
export IMPL_grt_max_degree=9
export IMPL_maxCapViolations=0
export IMPL_wl_um=614
-- layer usage --
layer	wire length [um]	share of wire [%]	GRT usage [%]
met1	233	38	1.912
met2	193	31	2.729
met3	187	30	2.727
met4	0	0	0
met5	0	0	0
-- per-stage QoR --
step	instance area, sq um	setup slack [ns]	instances
2_1_floorplan	203.9	0.01063	27
3_3_place_gp	337.8	-0.9513	80
3_5_place_dp	337.8	-0.9833	80
4_1_cts	367.9	-0.09116	80
5_1_grt	395.4	-0.1271	81
6_report	395.4	-0.08582	81
-- critical path: cells and delay by family --
kind | cells | cell delay (ns)
adders and majority gates | 1 | 0.14
and+or+nand+nor | 1 | 0.06
buffers and inverters | 4 | 0.33
muxes | 1 | 0.14
-- power by group through the flow --
stage | logic, W | clock network [W] | registers, W
finish | 0.000126 | 0 | 0
global route | 0.000143 | 0 | 0
CTS | 0.000116 | 0 | 0
-- layout make-up --
cell class / count / area [sq um] / area share (%)
repair buffers: 16 / 137.6 / 34.81
well taps: 46 / 57.56 / 14.56
inverters: 2 / 17.52 / 4.430
multi-input cells: 17 / 182.7 / 46.20
-- logic make-up (layout without fill, tap and decap cells) --
family / Yosys count / after routing / share of synthesized area, %
AOI/OAI and AO/OA: 2 / 2 / 6.134
adders and majority gates: 4 / 4 / 24.54
buffers and inverters: 10 / 18 / 34.97
muxes: 1 / 1 / 4.908
and+or+nand+nor: 10 / 10 / 29.45
-- path summary, 6_finish.rpt --
path	end	cells past startpoint	slack (ns)
hold / removal	seg[4]	3	0.67
setup / recovery	seg[0]	7	-0.09
-- placed cells by master (no fill, tap or decap) --
cell type | Yosys | final
buf_2 | 0 | 8
nor2_1 | 3 | 3
buf_6 | 1 | 3
inv_6 | 0 | 2
nor2b_4 | 1 | 2
nor3_2 | 0 | 2
ha_4 | 0 | 2
ha_2 | 0 | 2
buf_12 | 0 | 2
buf_4 | 7 | 2
and2_1 | 1 | 1
nor2b_1 | 3 | 1
a21oi_1 | 1 | 1
nor2b_2 | 0 | 1
a21o_1 | 1 | 1
mux2i_1 | 1 | 1
dlygate4sd2_1 | 0 | 1
-- what timing repair did --
item | in CTS | in global routing
pin swaps | 6 | 2
setup buffers | 0 | 1
gates resized | 60 | 5
endpoints found under the setup margin | 7 | 6
Power is estimated from default activity; no workload was simulated.
