<file path="run.sh">
#!/bin/bash
# OpenROAD 26Q1-2900-gdf79404cd8, Yosys 0.63+post, stock flow scripts
make -C /OpenROAD-flow-scripts/flow DESIGN_CONFIG=/design/flow/config.mk WORK_HOME=/design/flow/orfs finish
</file>
<file path="config.mk">
export PLATFORM = sky130hd
export DESIGN_NAME = clkdiv4096
export DESIGN_NICKNAME = clkdiv4096
export VERILOG_FILES = /design/flow/design.v
export SDC_FILE = /design/flow/constraint.sdc
export NUM_CORES = 4
export LEC_CHECK = 1
export CORE_AREA = 10 10 70 70
export DIE_AREA = 0 0 80 80
</file>
<file path="constraint.sdc">
current_design clkdiv4096

set clk_period 3.1
set clk_io_pct 0.2

create_clock -name clk0 -period $clk_period [get_ports {clk}]

set non_clock_inputs [all_inputs -no_clocks]
set_input_delay [expr $clk_period * $clk_io_pct] -clock clk0 $non_clock_inputs
set_output_delay [expr $clk_period * $clk_io_pct] -clock clk0 [all_outputs]
</file>
<file path="design.v">
module clkdiv4096(
  input clk,				 
  input rst_n,				 
  output hundrethSec4096	 
);
  reg [6:0] divcnt;
  always_ff @(posedge clk, negedge rst_n)
    if (!rst_n)
	  divcnt <= 7'h00;
	else if (hundrethSec4096)
	  divcnt <= 7'h00;
	else
	  divcnt <= divcnt + 1;
  assign hundrethSec4096 = (divcnt==7'h79) ? 1'b1 : 1'b0;
endmodule
</file>
==> impl_metrics.yaml <==
# physical design summary
outcome:
  outcome: "complete, no violations"
clocking:
  path_clk_slew_ps: 50
  clockBufferDepth: 2
  cts_setup_buffers: 0
  cts_buffers: 3
  cts_root_buf: "clkbuf_4"
  cts-resized-gates: 0
  htreeDepth: 1
  clock_latency_ps: 250
  cts_sinks: 7
  cts_tree: "yes"
  hold_buffers: 0
timing:
  fin_skew_ps: 0.890
  timing_hold_violations_final: 0
  fmax_mhz: 400
  worstMarginPinSlew_ps: 326
  whs_ps: 513
  drv_slew: 0
  slew_headroom: 0.783
  min_period_ps: 2500
  period_used_share: 0.806
  finalSetupViolations: 0
  finalSetupTns_ps: 0
  rsz0062_at_grt: "no"
cells_and_area:
  fillers: 394
  syn_to_final_growth_pct: 26.5
  comb_area_sq_um: 178
  largest_reg_flops: 7
  top_regs: "divcnt x7"
  layout_top_cell: "dfrtp_1"
  drive_above_1_share: 0.154
  final_area_sq_um: 460
  mostFrequentLayoutCells: "7 x dfrtp_1, 5 x nor2_1, 3 x nand2_1, 3 x a21oi_1, 3 x clkbuf_4"
  top_register: "divcnt"
  regArea_sq_um: 175
worst_setup_path:
  path_class: "reg2out"
  startpoint: "divcnt[1]$_DFF_PN0_"
  crit_path_start_kind: "register"
  rr_startpoint: "divcnt[1]$_DFF_PN0_"
  reg2reg_depth: 5
  r2r_slack_ps: 1780
  worstSetupEndpointType: "output port"
  worst-path-max-fanout: 6
  worstPathArrival_ps: 1880
  crit_required_ps: 2480
drt:
  via_count: 258
  drt_iter0_markers: 5
  antenna_cells: 0
  avgRoutedWirePerCell_um: 7.35
  drt-total-wl_um: 625
  viasPerCell: 3.04
  dr.pass1.iters: 4
  detail-route-antenna-nets: 0
  drc: 0
synth:
  yosys_cells: 34
  area_leaders: "dfrtp_1 48%, ha_1 6.9%, nor2_1 5.2%"
  synth_top_area_share: 0.481
  synth_top_cell_by_area: "dfrtp_1"
  yosysSeqAreaShare: 0.481
  ys_warn_count: 1
  syn_inst: 34
  syn_area_per_cell_sq_um: 10.7
  ys_area_sq_um: 364
  syn_area_sq_um: 364
  yosys.cell_types.count: 18
  ys_ff: 7
place:
  hpwl_um: 459
  place_area_sq_um: 434
  place.gp.congestion: 0.873
  numPortBuffers: 2
global_routing:
  antenna_found_initial: 0
  grt_max_degree: 10
  grt_pass1_vias: 223
  grt_use_total: 0.0198
  grt_pass1_wl_mm: 1.02
  overflow: 0
die:
  ios: 3
  core_area_sq_um: 3420
  chipArea_sq_um: 6400
  initCoreUtil: 0.107
  die_x_um: 80
  die_y_um: 80
  num_rows: 21
worst_hold_path:
  min_path_type: "reg2reg"
  hold_depth: 1
  min_from: "divcnt[0]$_DFF_PN0_"
pwr:
  cellPowerDensity_nw_per_um2: 386
  leakagePower_uw: 0.000172
  ir_drop_mv: 0.258
run:
  warning_count: 26
  drv_cap: 0
## kinds of logic after synthesis
kind of cell               after synthesis  synth area share
DFF                                      7             0.481
buffers and inverters                    2            0.0309
xor gates and xnor gates                 3            0.0722
adders and majority gates                2            0.0687
and+or+nand+nor                         14             0.244
AOI/OAI and AO/OA                        6             0.103
## critical path: stages, from the launching register on
cell             delay (ps)
dfrtp_1                 400
inv_1                    70
ha_1                    200
nand4_2                 140
nor3b_4                 300
clkdlybuf4s50_1         520
## cells in the mapped netlist
cell type,n
a21oi_1,3
xor2_1,1
nor3b_4,1
nand2_1,3
nand4_2,1
inv_1,1
dfrtp_1,7
o211ai_1,1
and3_2,1
a31oi_1,1
nand4b_1,1
nand3_1,1
xnor2_1,2
ha_1,2
o2111ai_1,1
buf_4,1
and3_1,1
nor2_1,5
## layout make-up
cell class,instances,area share
clock buffers,4,0.0571
inverters,1,0.00815
flip-flops and latches,7,0.380
well taps,46,0.125
multi-input cells,25,0.386
repair buffers,2,0.0435
## path summary, 6_finish.rpt
path                                       end
setup reg to reg           divcnt[4]$_DFF_PN0_
min in group asynchronous  divcnt[3]$_DFF_PN0_
max in group asynchronous  divcnt[4]$_DFF_PN0_
hold / removal             divcnt[0]$_DFF_PN0_
hold reg to reg            divcnt[0]$_DFF_PN0_
setup / recovery               hundrethSec4096
## report_power, final
group / switching [uW] / internal (uW) / total [uW]
combinational: 1.71 / 1.12 / 2.83
clock: 34.1 / 49.1 / 83.2
sequential: 0 / 91.4 / 91.4
## per-layer routing
metal  track usage  part of all wire  vias up
li1              -                 -      130
met1        0.0244              0.42      119
met2        0.0281              0.48        7
met3       0.00909             0.061        2
met4        0.0106             0.034        0
met5             0                 0        -
## through the flow
step / power [uW] / std cells / setup WS, ps / utilization
finish: 178 / 85 / 601 / 0.135
global route: 187 / 85 / 499 / 0.135
CTS: 182 / 85 / 574 / 0.135
detailed placement: 96.1 / 81 / 849 / 0.127
global placement: 96.0 / 81 / 906 / 0.127
floorplan: 93.1 / 34 / 1510 / -
Power and IR drop assume default switching activity.
